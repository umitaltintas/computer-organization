**flow/config.mk**
```make
export PLATFORM = sky130hd
export DESIGN_NAME = comparator
export DESIGN_NICKNAME = comparator
export VERILOG_FILES = /design/flow/design.v
export SDC_FILE = /design/flow/constraint.sdc
export NUM_CORES = 4
export LEC_CHECK = 1
export CORE_AREA = 10 10 91 91
export DIE_AREA = 0 0 101 101
```
**flow/constraint.sdc**
```tcl
current_design comparator

set clk_period 5.0
set clk_io_pct 0.2

create_clock -name clk0 -period $clk_period

set non_clock_inputs [all_inputs -no_clocks]
set_input_delay [expr $clk_period * $clk_io_pct] -clock clk0 $non_clock_inputs
set_output_delay [expr $clk_period * $clk_io_pct] -clock clk0 [all_outputs]
```
**flow/design.v**
```verilog
module comparator_1bit(a, b, in_gt, in_lt, in_eq, out_gt, out_lt, out_eq);
input a, b;
input in_gt, in_lt, in_eq;
output out_gt, out_lt, out_eq;
wire a_not, b_not;
not n1(a_not, a);
not n2(b_not, b);
and a1(and1, a, b_not);
and a2(or1, and1, in_eq);
or o1(out_gt, or1, in_gt);
and a3(and2, a_not, b);
and a4(or2, and2, in_eq);
or o2(out_lt, or2, in_lt);
xnor x1(and3,a,b);
and a5(out_eq, and3, in_eq);
endmodule
module comparator_2bit(a, b, in_gt, in_lt, in_eq, out_gt, out_lt, out_eq);
input [1:0] a, b;
input in_gt, in_lt, in_eq;
output out_gt, out_lt, out_eq;
comparator_1bit f(a[1], b[1], in_gt, in_lt, in_eq, pre_out_gt, pre_out_lt, pre_out_eq),
                 s(a[0], b[0], pre_out_gt, pre_out_lt, pre_out_eq, out_gt, out_lt, out_eq);
endmodule
module comparator_4bit (a, b, in_gt, in_lt, in_eq, out_gt, out_lt, out_eq);
input [3:0] a, b;
input in_gt, in_lt, in_eq;
output out_gt, out_lt, out_eq;
comparator_2bit f(a[1:0], b[1:0], in_gt, in_lt, in_eq, pre_out_gt, pre_out_lt, pre_out_eq),
                 s(a[3:2], b[3:2], pre_out_gt, pre_out_lt, pre_out_eq, out_gt, out_lt, out_eq);
endmodule
module comparator_8bit (a, b, in_gt, in_lt, in_eq, out_gt, out_lt, out_eq);
input [7:0] a, b;
input in_gt, in_lt, in_eq;
output out_gt, out_lt, out_eq;
comparator_4bit f(a[3:0], b[3:0], in_gt, in_lt, in_eq, pre_out_gt, pre_out_lt, pre_out_eq),
                 s(a[7:4], b[7:4], pre_out_gt, pre_out_lt, pre_out_eq, out_gt, out_lt, out_eq);
endmodule
module comparator_16bit (a, b, in_gt, in_lt, in_eq, out_gt, out_lt, out_eq);
input [15:0] a, b;
input in_gt, in_lt, in_eq;
output out_gt, out_lt, out_eq;
comparator_8bit f(a[7:0], b[7:0], in_gt, in_lt, in_eq, pre_out_gt, pre_out_lt, pre_out_eq),
                 s(a[15:8], b[15:8], pre_out_gt, pre_out_lt, pre_out_eq, out_gt, out_lt, out_eq);
endmodule
module comparator_32bit (a, b, in_gt, in_lt, in_eq, out_gt, out_lt, out_eq);
input [31:0] a, b;
input in_gt, in_lt, in_eq;
output out_gt, out_lt, out_eq;
comparator_16bit f(a[15:0], b[15:0], in_gt, in_lt, in_eq, pre_out_gt, pre_out_lt, pre_out_eq),
                 s(a[31:16], b[31:16], pre_out_gt, pre_out_lt, pre_out_eq, out_gt, out_lt, out_eq);
endmodule
module comparator (a, b, out_gt, out_lt, out_eq);
input [31:0] a, b;
wire in_gt = 1'b0;
wire in_eq = 1'b1;
wire in_lt = 1'b0;
output out_gt, out_lt, out_eq;
comparator_32bit c(a, b, in_gt, in_lt, in_eq, out_gt, out_lt, out_eq);
endmodule
module comparator_signed(a,b, out_gt, out_lt, out_eq);
input [31:0] a, b;
output out_gt, out_lt, out_eq;
wire a_s = a[31];
wire b_s = b[31];
wire sel;
xor(sel, a_s, b_s);
comparator c(a, b, gt_m, lt_m, out_eq);
mux_2_to_1 mux1(gt_m, b_s, sel, out_gt);
mux_2_to_1 mux2(lt_m, a_s, sel, out_lt);
endmodule
```
**flow/run.sh**
```bash
#!/bin/bash
# OpenROAD 26Q1-2900-gdf79404cd8, Yosys 0.63+post, stock flow scripts
make -C /OpenROAD-flow-scripts/flow DESIGN_CONFIG=/design/flow/config.mk WORK_HOME=/design/flow/orfs finish
```
==> flow_metrics.env <==
# implementation run metrics
export IMPL_portBuffers=67
export IMPL_top_cells_by_count="67 x inv_1, 64 x ha_1, 28 x a21oi_1"
export IMPL_antennaDiodeCount=0
export IMPL_irDropWorstVdd_v=0.00002681
export IMPL_netlist_cell_type_count=16
export IMPL_min_period_ns=4.370
export IMPL_cts_setup_buffers=0
export IMPL_die_h_um=101
export IMPL_routedWlPerCell_um=10.57
export IMPL_synth_top_cell_by_area="ha_1"
export IMPL_cp_cell_sequence="clkdlybuf4s50_1 -> inv_1 -> ha_1 -> nand3_2 -> nor4_4 -> nand3_2 -> a21oi_1 -> a211o_1 -> clkdlybuf4s50_1"
export IMPL_die_width_um=101
export IMPL_cts_resized=0
export IMPL_num_rows=29
export IMPL_post_drt_via_cell_ratio=4.160
export IMPL_crit_path_start_kind="input pin"
export IMPL_maxSlewViolCount=0
export IMPL_post_place_ws_ns=0.6075
export IMPL_crit_fanout=4
export IMPL_p_total_uw=149.6
export IMPL_holdPathStages=5
export IMPL_hpwlAfterDp_um=3629
export IMPL_nClkBuffers=0
export IMPL_p_int_uw=85.78
export IMPL_syn_inst=213
export IMPL_grt_max_degree=6
export IMPL_ff_count=0
export IMPL_chip_area_mm2=0.01020
export IMPL_grt_pass1_vias=1498
export IMPL_setup_violations_final=0
export IMPL_grt_pass1_wl_um=6265
export IMPL_avgSynthCellArea_um2=7.108
export IMPL_firstDrtPassIters=4
export IMPL_finalClockPeriodUsage_pct=87.40
export IMPL_hold_end="out_eq"
export IMPL_synthToLayoutAreaGrowth_pct=50.66
export IMPL_p_clk_share_pct=0
export IMPL_final_cell_area_mm2=0.002281
export IMPL_hp_class="input pin to output port"
export IMPL_leakagePower_uw=0.001260
export IMPL_combinationalPowerShare_pct=100.0
export IMPL_coreArea_mm2=0.006350
export IMPL_seqCellArea_um2=0
export IMPL_worst_path_max_delay_cell="clkdlybuf4s50_1"
export IMPL_worst_pin_slew_ns=0.3148
export IMPL_dpl_cell_area_mm2=0.002281
export IMPL_yosys_warnings=20
export IMPL_finalHoldViolCount=0
export IMPL_maxSlewHeadroom_pct=78.86
export IMPL_yosys_area_top_type_share_pct=52.89
export IMPL_p_sw_share_pct=42.65
export IMPL_fp_utilization_pct=23.84
export IMPL_ys_area_mm2=0.001514
export IMPL_postSynthSeqShare_pct=0
export IMPL_tool_warnings=64
export IMPL_drtIter0Drc=40
export IMPL_ys_cells=213
export IMPL_syn_cell_area_mm2=0.001514
export IMPL_grt_overflow=0
export IMPL_cp_data_required_time_ns=4.00
export IMPL_critPathMaxStageDelay_ns=0.49
export IMPL_gp_congestion=0.8108
export IMPL_vias=1485
export IMPL_drc_errors=0
export IMPL_min_from="b[30]"
export IMPL_whs_ns=3.228
export IMPL_drive_gt1_share_pct=1.429
export IMPL_post_synth_top_count_cell="inv_1"
export IMPL_drt_wl_total_um=3775
export IMPL_ant_nets=0
export IMPL_antenna_found_initial=0
export IMPL_fmax_mhz=228.8
export IMPL_arrival_ns=3.37
export IMPL_holdBufCountCts=0
export IMPL_power_density_mw_per_mm2=65.58
export IMPL_cp_end_kind="output port"
export IMPL_pwr_share_seq_pct=0
export IMPL_ioPinCount=67
export IMPL_critical_path_class="input pin to output port"
export IMPL_rsz0062_at_grt="no"
export IMPL_status="complete, no violations"
export IMPL_p_sw_uw=63.79
export IMPL_tns_ns=0
export IMPL_fin_ws_ns=0.6301
export IMPL_synthTopCellsByArea="ha_1 53%, inv_1 17%, a21oi_1 9.3%"
export IMPL_grt_use_total_pct=7.151
export IMPL_cap_viol_max_count=0
-- per-layer routing --
metal  up-vias  GRT usage (%)  share of wire (%)
met2        41          11.65                 44
met3         0          2.495                 11
met4         0              0                  0
met5         -              0                  0
li1        825              -                  -
met1       619          9.459                 45
-- power by group through the flow --
stage	Clock, uW	Combinational (uW)	Sequential [uW]
global route	0	174	0
CTS	0	153	0
finish	0	150	0
-- through the flow --
step | utilization, % | cells
6_report | 35.92 | 357
5_1_grt | 35.92 | 357
4_1_cts | 35.92 | 357
3_5_place_dp | 35.92 | 357
3_3_place_gp | 35.92 | 357
2_1_floorplan | - | 213
-- how the worst max path moves through the flow --
| stage | slack [ns] | endpoint | cells after the start | start |
|---|---|---|---|---|
| global route | 0.45 | out_lt | 9 | a[0] |
| CTS | 0.60 | out_gt | 9 | a[0] |
| finish | 0.63 | out_gt | 9 | a[0] |
-- worst max-delay path, delay by kind of cell --
family / cells / cell delay (ns)
buffers and inverters: 3 / 1.02
AND/OR/NAND/NOR: 3 / 0.67
adder cells (fa/ha/maj): 1 / 0.32
AND-OR/OR-AND: 2 / 0.36
-- placed cells by master, fill, tap and decap left out --
| master | instances |
|---|---|
| a21o_1 | 2 |
| nand3_2 | 2 |
| nor4_2 | 1 |
| a21oi_1 | 28 |
| nand4_1 | 3 |
| o31ai_1 | 2 |
| o22ai_1 | 2 |
| nand2_1 | 9 |
| nor2_1 | 8 |
| inv_1 | 67 |
| nor4_4 | 1 |
| a211oi_1 | 6 |
| ha_1 | 64 |
| o21ai_0 | 10 |
| clkdlybuf4s50_1 | 67 |
| a211o_1 | 2 |
| nand3_1 | 6 |
-- final cells by class --
cell class	instances	area, um^2
Fill cell	629	4069
Multi-Input combinational cell	146	1262
Timing Repair Buffer	67	670.6
Inverter	67	251.5
Tap cell	77	96.34
-- kinds of logic after synthesis --
family | count (synthesis) | share of synthesized area (%)
AND/OR/NAND/NOR | 30 | 10.99
adder cells (fa/ha/maj) | 64 | 52.89
AND-OR/OR-AND | 52 | 19.50
buffers and inverters | 67 | 16.61
Power and IR drop assume default switching activity.
