==> /design/flow/design.v <==
module half_adder(sum, carry_out, input1, input2);
input input1, input2;
output sum, carry_out;
xor sum_of_digits(sum, input1, input2);
and carry_of_sum(carry_out, input1, input2);
endmodule
module full_adder(sum, carry_out, input1, input2, carry_in);
input input1, input2, carry_in;
output sum, carry_out;
wire temp_sum, first_carry_out, second_carry_out;
half_adder first_sum(temp_sum, first_carry_out, input1, input2);
half_adder second_sum(sum, second_carry_out, temp_sum, carry_in);
or final_carry_out(carry_out, second_carry_out, first_carry_out);
endmodule
module adder_2 (out,carry_out,input1,input2,carry_in);
input [1:0] input1, input2;
input carry_in;
output carry_out;
output [1:0] out;
wire intermediate_carry;
full_adder f(out[0], intermediate_carry, input1[0], input2[0], carry_in),
           s(out[1], carry_out, input1[1], input2[1], intermediate_carry);
endmodule
module adder_4 (out,carry_out,input1,input2,carry_in);
input [3:0] input1, input2;
input carry_in;
output carry_out;
output [3:0] out;
wire intermediate_carry;
adder_2 f(out[1:0], intermediate_carry, input1[1:0], input2[1:0], carry_in),
           s(out[3:2], carry_out, input1[3:2], input2[3:2], intermediate_carry);
endmodule
module adder_8 (out,carry_out,input1,input2,carry_in);
input [7:0] input1, input2;
input carry_in;
output carry_out;
output [7:0] out;
wire intermediate_carry;
adder_4 f(out[3:0], intermediate_carry, input1[3:0], input2[3:0], carry_in),
            s(out[7:4], carry_out, input1[7:4], input2[7:4], intermediate_carry);
endmodule
module adder_16 (out,carry_out,input1,input2,carry_in);
input [15:0] input1, input2;
input carry_in;
output carry_out;
output [15:0] out;
wire intermediate_carry;
adder_8 f(out[7:0], intermediate_carry, input1[7:0], input2[7:0], carry_in),
            s(out[15:8], carry_out, input1[15:8], input2[15:8], intermediate_carry);
endmodule
module adder_32_i (out,carry_out,input1,input2,carry_in);
input [31:0] input1, input2;
input carry_in;
output carry_out;
output [31:0] out;
wire intermediate_carry;
adder_16 f(out[15:0], intermediate_carry, input1[15:0], input2[15:0], carry_in),
            s(out[31:16], carry_out, input1[31:16], input2[31:16], intermediate_carry);
endmodule
module adder_32 (out,input1,input2);
input [31:0] input1, input2;
wire carry_out;
output [31:0] out;
wire intermediate_carry;
adder_16 f(out[15:0], intermediate_carry, input1[15:0], input2[15:0], 1'b0),
            s(out[31:16], carry_out, input1[31:16], input2[31:16], intermediate_carry);
endmodule
==> /design/flow/run.sh <==
#!/bin/bash
# OpenROAD 26Q1-2900-gdf79404cd8, Yosys 0.63+post, stock flow scripts
make -C /OpenROAD-flow-scripts/flow DESIGN_CONFIG=/design/flow/config.mk WORK_HOME=/design/flow/orfs finish
==> /design/flow/config.mk <==
export PLATFORM = sky130hd
export DESIGN_NAME = adder_32_i
export DESIGN_NICKNAME = adder_32_i
export VERILOG_FILES = /design/flow/design.v
export SDC_FILE = /design/flow/constraint.sdc
export NUM_CORES = 4
export LEC_CHECK = 1
export CORE_AREA = 10 10 83 83
export DIE_AREA = 0 0 93 93
==> /design/flow/constraint.sdc <==
current_design adder_32_i

set clk_period 25.0
set clk_io_pct 0.2

create_clock -name clk0 -period $clk_period

set non_clock_inputs [all_inputs -no_clocks]
set_input_delay [expr $clk_period * $clk_io_pct] -clock clk0 $non_clock_inputs
set_output_delay [expr $clk_period * $clk_io_pct] -clock clk0 [all_outputs]
==> results_slide.txt <==
Key Metrics from the Run

Status
  • Status: completed

Detailed routing
  • DRT Pass-1 Iters: 1
  • Routed WL per cell: 16.1 um
  • DRT antenna net count: 0
  • DRC violations left: 0
  • Initial DRC Count: 0
  • Vias/cell: 3.61
  • Routed WL: 3290 um
  • Via count: around 740
  • Ant. Diodes: 0

Final timing
  • Tcrit/Tclk final: between 90% and 100%
  • Setup_tns: 0 ns
  • Final Hold Viols: 0
  • Relative slew slack: 91.7%
  • RSZ-0062 raised after global routing: no
  • Final Max Tran Viols: 0
  • Least-Margin Pin Slew: 0.123 ns
  • Fmax: approximately 42 MHz
  • Min cycle time layout: 23.63 ns
  • Final setup fails: 0
  • Hold_ws: 11.07 ns

Clock tree
  • Hold Buf Count CTS: 0
  • Post-CTS Resized: 0
  • Post-CTS setup buffer count: 0

Power
  • Flop pwr share: 0%
  • Sw frac: 26.5%
  • Pleak: between 0.6 and 0.7 nW
  • Internal power: 0.0000320 W
  • Power density cells: 25.2 nW/um^2
  • Clock power frac: 0%
  • Logic gate share of total power: 100.0%
  • Switch Pwr: 0.0000115 W
  • Max VDD drop: about 0.0099 mV

Global route
  • Initial antenna violation count: 0
  • GRT Util Overall: 7.71%
  • First-pass GRT wire length: between 5000 and 6000 um
  • Largest net degree at the start of global routing: 2
  • Vias in the first global route: between 900 and 1k
  • Remaining global-route overflow: 0

Critical path
  • Critical path arrival: 18.63 ns
  • CP most frequent cell: fa_1
  • CP Capture Type: output pin
  • CP max stage cell: clkdlybuf4s50_1
  • Crit Path Class: in2out
  • Crit-path max FO: 1
  • WP data required: around 20 ns
  • CP startpoint kind: input pin
  • Max incr delay on CP: 0.47 ns

Cells and area
  • Flop Count: 0
  • Area delta synth->final: 92.1%
  • Final instance area: ~1700 um^2
  • Register area: 0 um^2
  • # clk buffers: 0
  • Layout cells sized above 1: 0%

Synth
  • Synthesis area per yosys: approximately 900 um^2
  • Cell type with the largest total area: fa_1
  • Area contributors post-synth: fa_1 (71%), buf_4 (27%), inv_1 (2.1%)
  • Ys Warns: 0
  • Sequential cell area fraction in the yosys report: 0%
  • Syn Area/Cell: 13.0 um^2
  • Yosys cell types: 3
  • Cells in synth_stat.txt: 69
  • Post-synth top area share: 71.2%
  • Mapped Cells: 69
  • Mapped Area: about 900 um^2
  • Top cells by count, synth: buf_4 (32), fa_1 (32), inv_1 (5)

Floorplan
  • Core Region: 5140 um^2
  • I/O pin count: a little under 100
  • Die X: 93 um
  • Die Ht: between 90 and 100 um
  • Fp_density: 17.5%
  • Std cell rows: 26
  • Die area: 8650 um^2

Placed design
  • DP Wirelength: 3260 um
  • I/O Buffers: approximately 100
  • Placer Congestion: 0.821
  • Placed instance area: 1730 um^2

Worst hold path
  • Worst hold path class: in2out
  • Worst hold path depth: 5

Flow run
  • Max cap viols: 0
  • Tool warnings: 32
worst paths after layout:
path,slack (ns),start,endpoint
worst max-delay path,1.37,input1[0],out[31]
worst min-delay path,11.07,input2[31],carry_out
worst max-delay path, delay by kind of cell:
| kind | cells | cell delay, ns |
|---|---|---|
| buffers and inverters | 4 | 1.03 |
| adders and majority gates | 32 | 12.60 |
metal layers:
metal,track usage [%],vias to the layer above,routed length [um]
met4,0,0,3
met5,0,-,0
met1,8.73,336,1250
li1,-,302,-
met2,10.6,100,1120
met3,8.08,2,923
cell families after synthesis:
kind of cell,count (synthesis),synth area share [%]
buf+inv,37,28.8
fa+ha+maj,32,71.2
power by group through the flow:
stage         clock [W]  sequential [W]  combinational, W
finish                0               0         0.0000435
global route          0               0         0.0000494
CTS                   0               0         0.0000452
layout by cell type (no fill, tap or decap):
cell type,count
clkdlybuf4s50_1,98
fa_1,32
inv_1,5
final cells by class:
cell class,instances,area (um^2)
multi-input combinational,32,641
inverter,5,18.8
timing repair buffer,98,981
fill,527,3410
tap,70,87.6
through the flow:
step	cells	worst slack [ns]	utilization, %	total power, W
6_report	205	1.37	33.6	0.0000435
5_1_grt	205	0.964	33.6	0.0000494
4_1_cts	205	1.32	33.6	0.0000452
3_5_place_dp	205	1.32	33.6	0.0000450
3_3_place_gp	205	1.37	33.6	0.0000446
2_1_floorplan	69	2.62	-	0.0000206
Power is estimated from default activity; no workload was simulated.
